==> design/flow/config.mk <==
export PLATFORM = sky130hd
export DESIGN_NAME = apb
export DESIGN_NICKNAME = apb
export VERILOG_FILES = /design/flow/design.v
export SDC_FILE = /design/flow/constraint.sdc
export NUM_CORES = 4
export LEC_CHECK = 1
export CORE_AREA = 10 10 91 91
export DIE_AREA = 0 0 101 101
==> design/flow/constraint.sdc <==
current_design apb

set clk_period 5.4
set clk_io_pct 0.2

create_clock -name clk0 -period $clk_period [get_ports {PCLK}]

set non_clock_inputs [all_inputs -no_clocks]
set_input_delay [expr $clk_period * $clk_io_pct] -clock clk0 $non_clock_inputs
set_output_delay [expr $clk_period * $clk_io_pct] -clock clk0 [all_outputs]
==> design/flow/design.v <==
`timescale 1ns/1ps  
module apb(
	    	input PCLK,
			input PRESETn,
			input PSELx,
			input PWRITE,
			input PENABLE,
			input [31:0] PADDR,
			input [31:0] PWDATA,
			input [31:0] READ_DATA_ON_RX,
			input ERROR,
			input TX_EMPTY,
			input RX_EMPTY,
			output [31:0] PRDATA,
			output reg [13:0] INTERNAL_I2C_REGISTER_CONFIG,
			output reg [13:0] INTERNAL_I2C_REGISTER_TIMEOUT,
			output [31:0] WRITE_DATA_ON_TX,
			output  WR_ENA,
			output  RD_ENA,
			output PREADY,
			output PSLVERR,
			output INT_RX,
			output INT_TX
	  );
assign WR_ENA = (PWRITE == 1'b1 & PENABLE == 1'b1 & PADDR == 32'd0 & PSELx == 1'b1)?  1'b1:1'b0;
assign RD_ENA = (PWRITE == 1'b0 & PENABLE == 1'b1  & PADDR == 32'd4 & PSELx == 1'b1)?  1'b1:1'b0;
assign PREADY = ((WR_ENA == 1'b1 | RD_ENA == 1'b1 | PADDR == 32'd8 | PADDR == 32'd12) &  (PENABLE == 1'b1 & PSELx == 1'b1))? 1'b1:1'b0;
assign WRITE_DATA_ON_TX = (PADDR == 32'd0)? PWDATA:PWDATA;
assign PRDATA = (PADDR == 32'd4)? READ_DATA_ON_RX:READ_DATA_ON_RX;
assign PSLVERR = ERROR; 
assign INT_TX = TX_EMPTY;
assign INT_RX = RX_EMPTY;
always@(posedge PCLK)
begin
	if(!PRESETn)
	begin
		INTERNAL_I2C_REGISTER_CONFIG <= 14'd0;
		INTERNAL_I2C_REGISTER_TIMEOUT <= 14'd0;
	end
	else
	begin
		if(PADDR == 32'd8 && PSELx == 1'b1 && PWRITE == 1'b1 && PREADY == 1'b1)
		begin
			INTERNAL_I2C_REGISTER_CONFIG <= PWDATA[13:0];
		end
		else if(PADDR == 32'd12 && PSELx == 1'b1 && PWRITE == 1'b1 && PREADY == 1'b1)
		begin
			INTERNAL_I2C_REGISTER_TIMEOUT <= PWDATA[13:0];
		end
		else
		begin
			INTERNAL_I2C_REGISTER_CONFIG <= INTERNAL_I2C_REGISTER_CONFIG;
		end
	end
end 
endmodule
==> design/flow/run.sh <==
#!/bin/bash
# OpenROAD 26Q1-2900-gdf79404cd8, Yosys 0.63+post, stock flow scripts
make -C /OpenROAD-flow-scripts/flow DESIGN_CONFIG=/design/flow/config.mk WORK_HOME=/design/flow/orfs finish
==> flow_summary.ini <==
; physical design summary
[synth]
top_cell = buf_4
ys_seq_share = 0.322
area_leaders = dfxtp_1, buf_4, mux2i_1
syn-cell-area_um2 = 1740
synth-edff-count = 0
synthCells = 192
synthArstFlopShare = 0
ys.flops = 28
synth_stat.cells = 192
synthesis.area_per_instance_um2 = 9.08
ys_warn_count = 1
yosysChipArea_um2 = 1740
common_cells = buf_4, nand2_1, dfxtp_1, mux2i_1, clkbuf_1
ff_type = dfxtp_1
yosysTopAreaCell = dfxtp_1
synth_top_area_share = 0.322
synthDistinctLibCells = 19

[detailed_routing]
wl_um = 4650
drt_first_pass_iters = 4
antennaDiodeCount = 0
drc_errors = 0
vias = 1263
drt_iter0_drc = 32
antenna_left = 0
viasPerCell = 4.25
wl_per_cell_um = 15.6

[cts]
worstSkewPairLatency_ns = 0.27
clockBufferDepth = 2
cts.sinks = 28
hold_buffers = 0
cts_tree = built
cts.clk_slew.worst_paths_ns = 0.10
cts_buffers = 3
cts-root-buf = clkbuf_8
cts_setup_buffers = 0
post_cts_resized = 0
htreeDepth = 1

[run_status]
status = finished clean

[power]
powerDensity_nw_per_um2 = 187
clockPowerShare = 0.385
ir_drop_mv = 0.0888
p_leak_nw = 0.788
power.net_switching_mw = 0.0876
power.internal_mw = 0.350
sw_frac_of_total = 0.200
p_seq_frac = 0.472
power_frac_comb = 0.143
p_total_mw = 0.437

[sta]
fin_setup_tns_ns = 0
hold_viol = 0
slew_headroom = 0.724
finalClockPeriodUsage = 0.763
drv_slew = 0
setup_violations = 0
max_freq_ghz = 0.243
post-route-worst-setup-slack_ns = 1.28
fin_crit_ns = 4.12
grt_setup_unrepaired = false
tightest_slew_ns = 0.415
fin_skew_ns = 0
fin_hold_ws_ns = 0.461

[grt]
overflow = 0
antenna_found_initial = 0
grt_pass1_wl_um = 7220
grtUsageTotal = 0.0864
grt_max_degree = 43
grt_pass1_vias = 1351

[layout]
utilization = 0.368
stdcell_area_um2 = 2340
syn2layout_area_growth_pct = 34.2
drive_gt1_frac = 0.0682
fillers = 618
fin_cells = 297

[floorplan]
die_x_um = 101
die_h_um = 101
top_level_ports = 202
dieArea_um2 = 10200
rows = 29
fp-utilization = 0.274
core_um2 = 6350

[place]
port_buffers = 95
place_hpwl_um = 3660
placed_cells = 293
gp_congestion = 0.755
placed_cell_area_um2 = 2270
dp_slack_ns = 1.27

[worst_setup_path]
cp-start-kind = input port
crit_type = in2out
startpoint = PADDR[7]
r2r_start = INTERNAL_I2C_REGISTER_CONFIG[0]$_SDFFE_PN0P_
reg2reg_depth = 2
cp_max_fo = 3
worstPathArrival_ns = 3.04
critPathCaptureType = output port
required_ns = 4.32

[hold_path]
min_path_type = reg2reg
holdPathStages = 2
min-delay-start = INTERNAL_I2C_REGISTER_TIMEOUT[5]$_SDFFE_PN0P_

[run]
maxCapViolations = 0
warnings = 25
==> path summary, 6_finish.rpt <==
path	end	slack, ns
max	WR_ENA	1.28
min	INTERNAL_I2C_REGISTER_TIMEOUT[5]$_SDFFE_PN0P_	0.46
max reg2reg	INTERNAL_I2C_REGISTER_CONFIG[0]$_SDFFE_PN0P_	4.81
min reg2reg	INTERNAL_I2C_REGISTER_TIMEOUT[5]$_SDFFE_PN0P_	0.46
==> critical path, cell delays in order <==
cell and delay, ns:
clkdlybuf4s50_1 0.41, nor4_1 0.29, nand4_1 0.28, nor2_1 0.22, nor4b_1 0.25, clkdlybuf4s50_1 0.51
==> cell usage in the layout, fill, tap and decap left out <==
cell	n
nand4_2	1
clkdlybuf4s50_1	95
nor4b_1	1
o21a_1	1
nor4_1	3
nand4_1	1
nand2_1	43
dfxtp_1	28
nor2_1	1
nor4_2	3
mux2i_1	28
nand2b_1	1
nor4_4	2
nor4b_2	2
clkbuf_8	3
buf_4	3
inv_1	1
bufinv_16	1
xor2_1	1
nor4bb_1	1
==> logic make-up after synthesis <==
| group | count (synthesis) | synth area share |
|---|---|---|
| AOI/OAI and AO/OA | 1 | 0.00431 |
| DFF | 28 | 0.322 |
| and+or+nand+nor | 59 | 0.194 |
| xor gates and xnor gates | 1 | 0.00503 |
| buffers and inverters | 75 | 0.314 |
| muxes | 28 | 0.161 |
==> sequential cells by signal (all words and copies together), names as in the netlist <==
| signal | cells |
|---|---|
| INTERNAL_I2C_REGISTER_CONFIG | 14 |
| INTERNAL_I2C_REGISTER_TIMEOUT | 14 |
==> power by group through the flow <==
stage,registers [mW],clock network (mW),logic (mW)
after CTS,0.206,0.175,0.0639
after global routing,0.206,0.182,0.0686
final,0.206,0.168,0.0626
==> layout make-up <==
class	count	area (µm²)	share of cell area
clock inverters	1	30.0	0.0128
clock buffers	3	41.3	0.0176
flip-flops and latches	28	561	0.240
inverters	1	3.75	0.00160
well taps	77	96.3	0.0412
multi-input cells	89	634	0.271
repair buffers	98	973	0.416
==> layer usage <==
layer  routed length, µm  GRT usage  up-vias  part of all wire
li1                    -          -      618                 -
met1                1770     0.0976      544              0.38
met2                2080      0.136       81              0.45
met3                 690     0.0513       20              0.15
met4                 101     0.0225        0             0.022
met5                   0          0        -                 0
Power is estimated from default activity; no workload was simulated.
